## flow/run.sh

```bash
#!/bin/bash
# OpenROAD 26Q1-2900-gdf79404cd8, Yosys 0.63+post, stock flow scripts
make -C /OpenROAD-flow-scripts/flow DESIGN_CONFIG=/design/flow/config.mk WORK_HOME=/design/flow/orfs finish
```

## flow/config.mk

```make
export PLATFORM = sky130hd
export DESIGN_NAME = regfile
export DESIGN_NICKNAME = regfile
export VERILOG_FILES = /design/flow/design.v
export SDC_FILE = /design/flow/constraint.sdc
export NUM_CORES = 4
export LEC_CHECK = 1
export CORE_UTILIZATION = 30
```

## flow/constraint.sdc

```tcl
current_design regfile

set clk_period 7.5
set clk_io_pct 0.2

create_clock -name clk0 -period $clk_period [get_ports {clk}]

set non_clock_inputs [all_inputs -no_clocks]
set_input_delay [expr $clk_period * $clk_io_pct] -clock clk0 $non_clock_inputs
set_output_delay [expr $clk_period * $clk_io_pct] -clock clk0 [all_outputs]
```

## flow/design.v

```verilog
module regfile #(
    parameter WIDTH = 32,
    parameter REG_WIDTH = 5,
    parameter N_REGS = 32
) (
    input logic clk,
    input logic we,
    input logic [$clog2(WIDTH)-1:0] RegA,
    input logic [$clog2(WIDTH)-1:0] RegB,
    input logic [$clog2(WIDTH)-1:0] RegW,
    input logic [WIDTH-1:0] WData,
    output logic [WIDTH-1:0] RDataA,
    output logic [WIDTH-1:0] RDataB,
    output logic[WIDTH-1:0] x1, x2, x3, x4, x5, x6
);
  logic [WIDTH-1:0] regs[(2**REG_WIDTH)-1:0];
    initial begin
        regs[0] = 0;
    end
  always_comb begin
    RDataA = regs[RegA];
    RDataB = regs[RegB];
    x1 = regs[1];
    x2 = regs[2];
    x3 = regs[3];
    x4 = regs[4];
    x5 = regs[5];
    x6 = regs[6];
  end
  always_ff @(posedge clk) if (we) if (RegW != 0) regs[RegW] <= WData;
endmodule
```

==> run_results.csv <==
group,metric,value,unit
layout,area_growth_syn_to_layout,19.4,%
clock_network,numClockSinks,1024,
power,combPwrFrac,0.100,
timing,period_used_share,0.848,
clock_network,cts.repair.resized,0,
timing,finalWorstSetupSlack,1.14,ns
grt,grt_remaining_overflow,0,
grt,grt_antenna_before_repair,11,
critical_path,cp.arrival,4.86,ns
grt,grt_pass1_wl,240000,um
synthesis,netlist_top_cells_count,"edfxtp_1 (1,024), mux2i_1 (1,024), nand2_1 (195), nand3_1 (194)",
timing,grt_setup_unrepaired,"false",
power,vdd_ir_drop_max,200,uV
synthesis,synth_area,48800,um2
synthesis,simple_gate_share,0.0471,
synthesis,syn_inst,3386,
synthesis,synthTopCellsByArea,"edfxtp_1 (63%), mux2i_1 (21%), a22oi_1 (3.0%)",
min_path,worstHoldStart,"WData[11]",
critical_path,worstSetupPathType,"input pin to output pin",
die,ios,305,
grt,gr-usage-all-layers,0.217,
clock_network,cts_tree,"done",
routing,totalWireLength,171000,um
critical_path,cp-startpoint,"RegA[0]",
synthesis,yosys-dominant-comb-family,"multiplexers",
synthesis,yosys.area_share.adder,0,
power,power.total,13.0,mW
critical_path,cp_data_required_time,6.00,ns
clock_network,clock_path_buffers,3,
timing,fin_crit,6.36,ns
critical_path,crit_path_max_incr_delay,0.73,ns
die,num_rows,147,
layout,drive_gt1_frac,0.0907,
power,p_sw,3.12,mW
synthesis,ff_type,"edfxtp_1",
power,p_leak,21.1,nW
synthesis,yosys.area.top_type_share,0.631,
power,clkPwrFrac,0.405,
layout,top_regs,"regs (1024)",
power,switching_share,0.240,
clock_network,cts-root-buf,"clkbuf_16",
critical_path,endpoint_kind,"output pin",
critical_path,crit_path_top_delay_cell,"nor3_1",
synthesis,ys_area,48800,um2
critical_path,startpoint_type,"input pin",
synthesis,xor_area_frac,0,
clock_network,hold_buffers,0,
critical_path,cpMostUsedCell,"clkdlybuf4s50_1",
routing,drt_iter0_drc,2128,
routing,vias,32203,
status,status,"completed",
placed_design,dp_hpwl,105000,um
synthesis,synthMuxAreaShare,0.210,
clock_network,numCtsBuffers,103,
die,dieArea,164000,um2
timing,setup-tns-final,0,ns
routing,drc_errors,0,
timing,finalHoldViolCount,0,
power,p_per_area,223,nW/um2
timing,maxSlewViolCount,0,
synthesis,ys_cells,3386,
timing,relSlewSlack,0.361,
timing,setup_viol,0,
synthesis,ys_seq_share,0.631,
synthesis,avgSynthCellArea,14.4,um2
synthesis,largest_area_cell,"edfxtp_1",
placed_design,port_buffers,304,
grt,grt_pass1_vias,33219,
synthesis,async_flop_share,0,
synthesis,synth_flops,1024,
die,core,161000,um2
clock_network,clk_pin_slew,0.06,ns
synthesis,yosysWarnings,1,
routing,firstDrtPassIters,7,
routing,drtAntennaViolNets,0,
die,die_w,405,um
layout,top_register,"regs",
power,p_int,9.86,mW
timing,max_slew.worst_pin.slew,0.951,ns
clock_network,h-tree-depth,3,
layout,post-route-util,0.362,
clock_network,postCtsSetupRepairBufs,0,
placed_design,place_ws,1.20,ns
routing,avgRoutedWirePerCell,28.6,um
synthesis,compound_area_frac,0.0805,
grt,grt_max_degree,69,
timing,clock.fmax,157,MHz
job,cap_violations,0,
min_path,worstHoldPathType,"input pin to register",
critical_path,cp_cell_sequence,"clkdlybuf4s50_1 > and2_4 > buf_12 > a22o_1 > nor3_1 > a31oi_1 > nand3_1 > clkdlybuf4s50_1",
die,dieHeight,405,um
job,log.warning_count,26,
layout,largest_reg_flops,1024,
die,initCoreUtil,0.303,
critical_path,worst-path-max-fanout,40,
placed_design,gp_congestion,0.887,
layout,fillers,14998,
synthesis,edf_count,1024,
power,seqPwrFrac,0.495,
routing,viasPerCell,5.40,
synthesis,synthDistinctLibCells,24,
final cells by class:
type / count / area, um2 / share of cell area
diodes: 3 / 7.51 / 0.000129
clock buffers: 120 / 2660 / 0.0457
clock inverters: 71 / 736 / 0.0126
multi-input cells: 2140 / 16900 / 0.290
flip-flops and latches: 1024 / 30700 / 0.528
well taps: 2160 / 2700 / 0.0464
repair buffers: 449 / 4490 / 0.0771
layer usage:
layer  share of wire  wire, um  vias to the layer above  GRT usage
met4           0.028      4740                       18     0.0510
li1                -         -                    14033          -
met5          0.0022       371                        -     0.0140
met3            0.16     28100                      261      0.155
met1            0.38     65000                    15948      0.279
met2            0.42     72300                     1943      0.299
kinds of logic (layout without fill, tap and decap cells):
logic type             count (synthesis)  after routing
muxes                               1024           1024
DFF                                 1024           1024
AOI/OAI and AO/OA                    576            576
and+or+nand+nor                      508            508
buffers and inverters                253            640
other                                  1             35
final timing paths:
check     endpoint  slack (ns)  cells past startpoint
max     RDataA[26]        1.14                      8
min    regs[5][11]        1.62                      2
stage by stage:
step / hold slack, ns / cells / area (um2)
after floorplan: 1.60 / 3417 / 48900
after global placement: 2.33 / 5773 / 54800
after detailed placement: 2.32 / 5773 / 54800
after CTS: 1.58 / 5964 / 58200
after global routing: 1.62 / 5964 / 58200
final: 1.62 / 5967 / 58200
power groups by stage:
stage | clock (mW) | combinational (mW) | sequential (mW)
5_1_grt | 5.53 | 1.38 | 6.43
4_1_cts | 5.33 | 1.29 | 6.42
6_report | 5.26 | 1.30 | 6.42
placed cells by master, fill, tap and decap left out:
| master | Yosys | routed |
|---|---|---|
| nor2_1 | 34 | 1 |
| buf_4 | 57 | 117 |
| buf_8 | 0 | 2 |
| clkinv_8 | 0 | 1 |
| clkinvlp_4 | 0 | 10 |
| clkinv_2 | 0 | 12 |
| clkinv_1 | 0 | 27 |
| inv_6 | 0 | 6 |
| bufinv_16 | 0 | 13 |
| nand2_2 | 0 | 2 |
| a22oi_1 | 192 | 192 |
| nand2b_2 | 0 | 4 |
| conb_1 | 1 | 32 |
| a31oi_1 | 64 | 64 |
| inv_16 | 0 | 2 |
| clkbuf_1 | 82 | 16 |
| nand3b_1 | 5 | 5 |
| or3b_2 | 3 | 3 |
| edfxtp_1 | 1024 | 1024 |
| nor3_1 | 64 | 64 |
| or2_2 | 2 | 2 |
| mux2i_1 | 1024 | 1024 |
| buf_12 | 0 | 28 |
| nor2b_4 | 0 | 4 |
| a21oi_1 | 192 | 192 |
| clkdlybuf4s50_1 | 0 | 302 |
| diode_2 | 0 | 3 |
| nand3_1 | 194 | 194 |
| and2_4 | 0 | 2 |
| clkbuf_16 | 0 | 104 |
| nand2_1 | 195 | 193 |
| a22o_1 | 128 | 128 |
| or3_1 | 1 | 1 |
| nor2_4 | 0 | 33 |
worst max-delay path, delay by kind of cell:
family	cells	cell delay, ns
buffers and inverters	3	1.46
AND/OR/NAND/NOR	3	1.46
AND-OR/OR-AND	2	0.43
Power and IR drop assume default switching activity.
