`/design/flow/config.mk`:
```
export PLATFORM = sky130hd
export DESIGN_NAME = adt7410_i2c
export DESIGN_NICKNAME = adt7410_i2c
export VERILOG_FILES = /design/flow/design.v
export SDC_FILE = /design/flow/constraint.sdc
export NUM_CORES = 4
export LEC_CHECK = 1
export CORE_UTILIZATION = 50
```
`/design/flow/design.v`:
```
`timescale 1ns / 1ns
module adt7410_i2c
#( 
    parameter CLK_F=100_000_000,
    parameter CLK_PERIOD=10,  
    parameter INTERVAL=1_000_000_000  
)
(
    output logic sda_out,
    output logic sda_en,
    input logic sda_in,
    output logic scl_out,
    output logic scl_en,
    input logic scl_in,
    input logic clk,
    output logic[15:0] temp_out,
    input logic start_trigger,
    output logic finished
);
    localparam TIME_1SEC        = int'(INTERVAL/CLK_PERIOD);  
    localparam TIME_THDSTA      = int'(600/CLK_PERIOD);
    localparam TIME_TSUSTA      = int'(600/CLK_PERIOD);
    localparam TIME_THIGH       = int'(2000/CLK_PERIOD);
    localparam TIME_TLOW        = int'(2000/CLK_PERIOD);
    localparam TIME_TSUDAT      = int'(250/CLK_PERIOD);
    localparam TIME_TSUSTO      = int'(600/CLK_PERIOD);
    localparam TIME_THDDAT      = int'(30/CLK_PERIOD);
    localparam TIME_SCK_PERIOD  = int'(2000/CLK_PERIOD);
    localparam I2C_ADDR = 7'h48;  
    localparam I2CBITS = 1 +  
                        7 +  
                        1 +  
                        1 +  
                        8 +  
                        1 +  
                        8 +  
                        1 +  
                        1 + 1;   
    typedef enum
               {
                IDLE,
                START,
                DEVICE_ADDR_1,
                R_W_LOW_1,
                ACK_1,
                REG_ADDR,
                ACK_2,
                REPEAT_START,
                DEVICE_ADDR_2,
                R_W_HIGH_2,
                ACK_3,
                READ_TEMP_MSB,
                ACK_4_MSTR,
                READ_TEMP_LSB,
                NO_ACK_5_MSTR
               } i2c_state_t;
    (* mark_debug = "true" *) i2c_state_t state;
    (* mark_debug = "true" *) logic[$clog2(TIME_1SEC)-1:0] counter;
    (* mark_debug = "true" *) logic[3:0] device_addr_idx;
    (* mark_debug = "true" *) logic[7:0] device_addr;
    (* mark_debug = "true" *) logic[3:0] reg_addr_idx;
    (* mark_debug = "true" *) logic[7:0] reg_addr;
    (* mark_debug = "true" *) logic[3:0] num_temp_bits_read;
    (* mark_debug = "true" *) logic[15:0] temp_data_in;
    initial begin
        state = IDLE;
        counter = 0;
        device_addr = 7'b1001000;  
        device_addr_idx = 6;
        reg_addr = 7'b0;  
        reg_addr_idx = 6;
        num_temp_bits_read = 0;
        temp_data_in = 0;
    end
    always @(posedge clk) begin
        case (state) 
            IDLE: begin
                sda_en <= 1;
                sda_out <= 1;
                scl_en <= 1;
                scl_out <= 1;
                if (start_trigger) state <= START;
            end
            START: begin
                sda_out <= 0;
                sda_en <= 1;
                scl_en <= 1;
                scl_out <= 1;
                finished <= 0;
                if (counter == TIME_THDSTA) begin
                    state <= DEVICE_ADDR_1;
                    counter <= 0;
                    scl_out <= 0;
                end else 
                    counter <= counter + 1;
            end
            DEVICE_ADDR_1: begin
                scl_en <= 1;  
                scl_out <= (counter >= TIME_SCK_PERIOD);
                sda_en <= 1;
                if (counter > TIME_TSUDAT)
                    sda_out <= device_addr[device_addr_idx];
                if (counter == (2 * TIME_SCK_PERIOD) - 1) begin
                    counter <= 0;
                    if (device_addr_idx == 0)
                        state <= R_W_LOW_1;
                    else 
                        device_addr_idx <= device_addr_idx - 1;
                end else 
                    counter <= counter + 1;
            end
            R_W_LOW_1: begin
                scl_en <= 1;  
                scl_out <= (counter >= TIME_SCK_PERIOD);
                sda_en <= 1;
                if (counter > TIME_TSUDAT)
                    sda_out <= 0;  
                if (counter == 2 * TIME_SCK_PERIOD) begin
                    counter <= 0;
                    state <= ACK_1;
                end else 
                    counter <= counter + 1;
            end
            ACK_1: begin
                scl_en <= 1;  
                scl_out <= (counter >= TIME_SCK_PERIOD);
                sda_en <= 0;  
                if (counter == 2 * TIME_SCK_PERIOD) begin
                    counter <= 0;
                    state <= REG_ADDR;
                end else 
                    counter <= counter + 1;
            end
            REG_ADDR: begin
                scl_en <= 1;  
                scl_out <= (counter >= TIME_SCK_PERIOD);
                sda_en <= 1;
                if (counter > TIME_TSUDAT)
                    sda_out <= reg_addr[reg_addr_idx];
                if (counter == (2 * TIME_SCK_PERIOD) - 1) begin
                    counter <= 0;
                    if (reg_addr_idx == 0)
                        state <= ACK_2;
                    else 
                        reg_addr_idx <= reg_addr_idx - 1;
                end else 
                    counter <= counter + 1;
            end
            ACK_2: begin
                scl_en <= 1;  
                scl_out <= (counter >= TIME_SCK_PERIOD);
                sda_en <= 0;  
                if (counter == 2 * TIME_SCK_PERIOD) begin
                    counter <= 0;
                    state <= REPEAT_START;
                    sda_en <= 1;
                end else 
                    counter <= counter + 1;
            end
            REPEAT_START: begin
                sda_en <= 1;
                sda_out <= (counter >= TIME_TSUDAT && counter <= (TIME_SCK_PERIOD + TIME_TSUSTA));
                if (counter == 2 * TIME_SCK_PERIOD) begin
                    counter <= 0;
                    state <= DEVICE_ADDR_2;
                    sda_en <= 1;
                    device_addr_idx <= 6;
                end else 
                    counter <= counter + 1;
            end
            DEVICE_ADDR_2: begin
                scl_en <= 1;  
                scl_out <= (counter >= TIME_SCK_PERIOD);
                sda_en <= 1;
                if (counter > TIME_TSUDAT)
                    sda_out <= device_addr[device_addr_idx];
                if (counter == (2 * TIME_SCK_PERIOD) - 1) begin
                    counter <= 0;
                    if (device_addr_idx == 0)
                        state <= R_W_HIGH_2;
                    else 
                        device_addr_idx <= device_addr_idx - 1;
                end else 
                    counter <= counter + 1;
            end
            R_W_HIGH_2: begin
                scl_en <= 1;  
                scl_out <= (counter >= TIME_SCK_PERIOD);
                sda_en <= 1;
                if (counter > TIME_TSUDAT)
                    sda_out <= 1;  
                if (counter == 2 * TIME_SCK_PERIOD) begin
                    counter <= 0;
                    state <= ACK_3;
                end else 
                    counter <= counter + 1;
            end
            ACK_3: begin
                scl_en <= 1;  
                scl_out <= (counter >= TIME_SCK_PERIOD);
                sda_en <= 0;  
                if (counter == 2 * TIME_SCK_PERIOD) begin
                    counter <= 0;
                    state <= READ_TEMP_MSB;
                end else 
                    counter <= counter + 1;
            end
            READ_TEMP_MSB: begin
                scl_en <= 1;  
                scl_out <= (counter >= TIME_SCK_PERIOD);
                sda_en <= 0;  
                if (counter == TIME_SCK_PERIOD / 2)
                    temp_data_in = {temp_data_in[14:0], sda_in};
                if (counter == 2 * TIME_SCK_PERIOD) begin
                    counter <= 0;
                    state <= READ_TEMP_MSB;
                    if (num_temp_bits_read == 7) begin
                        state <= ACK_4_MSTR;
                        num_temp_bits_read <= 0;
                        sda_en <= 1;
                    end else 
                        num_temp_bits_read <= num_temp_bits_read + 1;
                end else 
                    counter <= counter + 1;
            end
            ACK_4_MSTR: begin
                scl_en <= 1;  
                scl_out <= (counter >= TIME_SCK_PERIOD);
                sda_en <= 1;  
                sda_out <= 0;  
                if (counter == 2 * TIME_SCK_PERIOD) begin
                    counter <= 0;
                    state <= READ_TEMP_LSB;
                    num_temp_bits_read <= 0;
                    sda_en <= 0;
                end else 
                    counter <= counter + 1;
            end
            READ_TEMP_LSB: begin
                scl_en <= 1;  
                scl_out <= (counter >= TIME_SCK_PERIOD);
                sda_en <= 0;  
                if (counter == TIME_SCK_PERIOD / 2)
                    temp_data_in = {temp_data_in[14:0], sda_in};
                if (counter == 2 * TIME_SCK_PERIOD) begin
                    counter <= 0;
                    state <= READ_TEMP_LSB;
                    if (num_temp_bits_read == 7) begin
                        state <= NO_ACK_5_MSTR;
                        num_temp_bits_read <= 0;
                    end else 
                        num_temp_bits_read <= num_temp_bits_read + 1;
                end else 
                    counter <= counter + 1;
            end
            NO_ACK_5_MSTR: begin
                scl_en <= 1;  
                scl_out <= (counter >= TIME_SCK_PERIOD);
                sda_en <= 1;  
                sda_out <= 1;  
                if (counter == 2 * TIME_SCK_PERIOD) begin
                    counter <= 0;
                    state <= IDLE;  
                    finished <= 1;
                end else 
                    counter <= counter + 1;
            end
            default:
                state <= IDLE;
        endcase
    end
    assign temp_out = temp_data_in;
endmodule
```
`/design/flow/constraint.sdc`:
```
current_design adt7410_i2c

set clk_period 4.9
set clk_io_pct 0.2

create_clock -name clk0 -period $clk_period [get_ports {clk}]

set non_clock_inputs [all_inputs -no_clocks]
set_input_delay [expr $clk_period * $clk_io_pct] -clock clk0 $non_clock_inputs
set_output_delay [expr $clk_period * $clk_io_pct] -clock clk0 [all_outputs]
```
`/design/flow/run.sh`:
```
#!/bin/bash
# OpenROAD 26Q1-2900-gdf79404cd8, Yosys 0.63+post, stock flow scripts
make -C /OpenROAD-flow-scripts/flow DESIGN_CONFIG=/design/flow/config.mk WORK_HOME=/design/flow/orfs finish
```
==> CHANGELOG.md <==
### Metrics

- Synth top cell by count: edfxtp_1
- Worst Path Buf+Inv: 0
- Area leader share: 55.1%
- # resized after CTS: 0
- Yosys cell types: 56
- Critical path class: register to register
- Synthesis Warnings: 1
- Row Count: 29
- Final period util: 51.8%
- Hold Path Cell Cnt: 0
- Worst ir drop on vdd: 0.198 mV
- WL per Instance: 15.2 um
- CP required: 4870 ps
- Post-CTS Setup Repair Bufs: 0
- Boundary Pins: 25
- Vias per cell: 5.70
- Storage element area: 1890 um^2
- Clk slew on worst S/H paths: 70 ps
- Fmax: 0.394 GHz
- Die W: 84.9 um
- RSZ-0062 raised after global routing: no
- Main area contributors: edfxtp_1 (55%), xnor2_1 (5.4%), nor2_1 (3.5%)
- Launch point of the worst reg-to-reg path: counter[11]
- DP Cell Count: 396
- Layout fillers: 536
- Combinational Power Share: 4.9%
- Switching share of power: 23.0%
- Layout area overhead: 14.6%
- ANT nets after route: 0
- Tool warnings: 31
- First-pass GRT wire length: 10.8 mm
- Cts bufs inserted: 9
- Synthesized instance count: 312
- Clock tree from TritonCTS: built
- H-Tree Depth: 3
- Max-capacitance violation count: 0
- Worst hold-check slack: 446 ps
- Clock Skew: 6.91 ps
- Die Ht: 84.9 um
- Reg2reg setup slack: 2360 ps
- Layout Cells excl Fill: 412
- Status: complete, no violations
- Port-buffer cells: 22
- Share of cells above drive strength 1: 6.87%
- CP top delay family: simple AND/OR/NAND/NOR gates
- Cell Chain, Critical Path: or4_4 > nor3_2 > and3_1
- Post-layout min period: 2540 ps
- Psw: 295 uW
- Min-Delay Path Class: register to register
- Worst min-delay path endpoint: temp_data_in[6]
- Via count: 2349
- Pwr per Cell Area: 326 nW/um^2
- Sequential share of the synthesized area: 55.1%
- Worst-Margin Slew: 762 ps
- Yosys top cell by area: edfxtp_1
- Combinational Area: 1420 um^2
- Gr usage total: 20.2%
- CP endpoint kind: register
- Post-Syn Area: 3430 um^2
- Worst Hold Launch: temp_data_in[5]
- Placer Congestion: 0.812
- Clock Latency Late Sink: 340 ps
- Final setup TNS: 0 ps
- Core ar.: 6490 um^2
- P_int: 986 uW
- Pre-Place Util: 52.9%
- Crit path largest cell delay: 720 ps
- Yosys stat area: 3430 um^2
- Ant diodes: 0
- Num Clock Sinks: 63
- Total wire length: 6.26 mm
- Async S/R FF share, synth: 0%
- Iter 0 DRT Violations: 152
- Largest net degree at the start of global routing: 29
- Synth cell count leaders: edfxtp_1 (63), nor2_1 (32), nand2_1 (26)
- Relative slew slack: 49.2%
- Avg Inst Size Synth: 11.0 um^2
- Ys flop type: edfxtp_1
- CTS root buf: clkbuf_8
- Sequential group share of total power: 52.4%
- LEAKAGE: 1.35 nW
- Ys cells: 312
- Count of library flops with an enable pin: 63
- Post-route DRC violation count: 0
- Critical path arrival: 2510 ps
- Clock Power Share: 42.7%
- Seq cells post-synth: 63
- Reg2Reg Depth: 3
- Final hold violations: 0
- Worst-case clock buffer depth: 2
- CTS Hold Bufs: 0
- Worst r2r dst: temp_data_in[3]
- Crit Path Max Fanout: 16
- Detail Placement HPWL: 4.16 mm
- DRT Pass-1 Iters: 6
- Initial antenna violation count: 0
- Chip area: 7200 um^2
- Final Max Slew Viols: 0
- Setup crit start kind: register
- CP max-delay cell: and3_1
- Vias in the first global route: 2260
- Setup violations, final: 0
- Overflow after GRT: 0
==> through the flow <==
step	total power, mW	instance area [um^2]	worst slack, ps	utilization [%]
after detailed placement	0.744	3690	2370	56.8
final	1.28	3940	2360	60.6
after global routing	1.34	3940	2150	60.6
after floorplan	0.731	3430	1130	-
after CTS	1.30	3940	2360	60.6
after global placement	0.742	3690	2370	56.8
==> power groups by stage <==
stage	Clock, mW	Combinational, mW	Sequential, mW
after global routing	0.586	0.0713	0.679
final	0.548	0.0627	0.671
after CTS	0.564	0.0631	0.670
==> sequential cells by signal, indices dropped and copies added, names as in the netlist, 4 cells and up <==
register	cells
counter	27
temp_data_in	16
device_addr_idx	4
num_temp_bits_read	4
reg_addr_idx	4
state	4
==> placed cells by master, fill, tap and decap left out, types with 2 or more instances in the layout <==
cell type,count
a221oi_1,2
clkbuf_8,9
nand3_1,19
nor4_1,6
xnor2_1,21
and2_1,5
a21o_1,2
nand2b_1,4
a21oi_1,5
o211ai_1,2
nor3b_1,2
ha_1,8
nor3_1,9
nor2b_1,3
or3_1,2
xor2_1,12
bufinv_16,3
nor2_1,32
nand4_1,11
and4_1,5
clkdlybuf4s50_1,22
edfxtp_1,63
nand2_1,26
o21ai_0,12
o31ai_1,2
inv_1,14
==> area by class of cell <==
type                    count  area share, %
clock buffers               9           3.15
clock inverters             7           3.05
inverters                  14           1.34
multi-input cells         219           36.2
flip-flops and latches     63           48.1
well taps                  77           2.45
repair buffers             23           5.79
==> worst max path at each step <==
stage                from         endpoint  slack (ps)  cells past startpoint
global route  counter[17]  temp_data_in[0]        2150                      4
CTS           counter[11]  temp_data_in[3]        2360                      3
finish        counter[11]  temp_data_in[3]        2360                      3
==> cell families (layout without fill, tap and decap cells) <==
| logic type | Yosys count | after routing | share of synthesized area, % |
|---|---|---|---|
| buffers and inverters | 30 | 53 | 3.61 |
| XOR/XNOR | 33 | 33 | 8.42 |
| flip-flops | 63 | 63 | 55.1 |
| AND/OR/NAND/NOR | 135 | 135 | 21.2 |
| AND-OR/OR-AND | 40 | 40 | 8.05 |
| multiplexers | 1 | 1 | 0.291 |
| adder cells (fa/ha/maj) | 9 | 9 | 3.21 |
| other | 1 | 1 | 0.109 |
==> layer usage <==
layer	wire (um)	GRT usage [%]
met5	0	0
met4	67	3.08
met3	198	4.44
met2	2810	28.9
met1	3180	35.9
Power and IR drop assume default switching activity.
