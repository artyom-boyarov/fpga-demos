[design/flow/run.sh]
#!/bin/bash
# OpenROAD 26Q1-2900-gdf79404cd8, Yosys 0.63+post, stock flow scripts
make -C /OpenROAD-flow-scripts/flow DESIGN_CONFIG=/design/flow/config.mk WORK_HOME=/design/flow/orfs finish
[design/flow/config.mk]
export PLATFORM = sky130hd
export DESIGN_NAME = uart_receiver
export DESIGN_NICKNAME = uart_receiver
export VERILOG_FILES = /design/flow/design.v
export SDC_FILE = /design/flow/constraint.sdc
export NUM_CORES = 4
export LEC_CHECK = 1
export CORE_AREA = 10 10 103 103
export DIE_AREA = 0 0 113 113
[design/flow/design.v]
`timescale 1ns / 1ps
module uart_receiver
    #(
        parameter DBIT=8,
        parameter SB_TICK=16
    )
    (
        input logic clk,
        input logic reset,
        input logic s_tick,
        input logic uart_rx,
        output logic[7:0] dout,
        output logic data_received
    );
    typedef enum {IDLE, START, DATA, STOP} state_t;
    state_t state_reg, state_next;
    logic[3:0] s_reg, s_next;
    logic[2:0] n_reg, n_next;
    logic[7:0] b_reg, b_next;
    logic data_received_next;
    always_ff @(posedge clk)
        if (reset) begin
            state_reg <= IDLE;
            s_reg <= 0;
            n_reg <= 0;
            b_reg <= 0;
            data_received <= 0;
        end else begin
            state_reg <= state_next;
            s_reg <= s_next;
            n_reg <= n_next;
            b_reg <= b_next;
            data_received <= data_received_next;
        end
    always_comb begin
        state_next = state_reg;
        s_next = s_reg;
        n_next = n_reg;
        b_next = b_reg;
        data_received_next = data_received;
        case (state_reg)
            IDLE:
                if (~uart_rx) begin
                    state_next = START;
                    s_next = 0;
                end
            START:
                if (s_tick)
                    if (s_reg == 3) begin
                        state_next = DATA;
                        s_next = 0;
                        n_next = 0;
                    end else
                        s_next = s_reg + 1;
            DATA:
                if (s_tick)
                    if (s_reg == 7) begin
                        s_next = 0;
                        b_next = {uart_rx, b_reg[7:1]};
                        if (n_reg == (DBIT-1)) begin
                            state_next = STOP;
                            data_received_next = '1;
                        end
                        else
                            n_next = n_reg + 1;
                    end else 
                        s_next = s_reg + 1;
            STOP: begin
                data_received_next = '0;
                if (s_tick) 
                    if (s_reg == (SB_TICK-1)) state_next = IDLE;
                    else s_next = s_reg + 1;
            end
        endcase
    end
    assign dout = b_reg;
endmodule
[design/flow/constraint.sdc]
current_design uart_receiver

set clk_period 2.5
set clk_io_pct 0.2

create_clock -name clk0 -period $clk_period [get_ports {clk}]

set non_clock_inputs [all_inputs -no_clocks]
set_input_delay [expr $clk_period * $clk_io_pct] -clock clk0 $non_clock_inputs
set_output_delay [expr $clk_period * $clk_io_pct] -clock clk0 [all_outputs]
==> GITHUB_STEP_SUMMARY <==
## PnR job results

| Metric | Value |
|---|---|
| Hold path start | n_reg[0] |
| Gate count after technology mapping | 104 |
| Initial antenna violation count | 0 |
| DP HPWL | 1570 um |
| Vias in the first global route | 740 |
| Number of gates resized after CTS | 0 |
| Max stage delay cell, worst path | clkdlybuf4s50_1 |
| CORE AREA | 8300 um2 |
| Remaining antenna violation count | 0 |
| Log Warnings | 26 |
| Syn avg cell area | 9.37 um2 |
| Slew @ Worst Pin | 0.709 ns |
| Internal reg-to-reg setup slack | 0.73 ns |
| Critical Path AT | 1.98 ns |
| Reg-to-reg critical path endpoint | b_reg[6] |
| Routed WL per cell | 9.63 um |
| Clock Sink Count | 20 |
| First-pass GRT wire length | 3710 um |
| Max-slew violations | 0 |
| Cell row count | 33 |
| Via density | 3.42 |
| Hold WC Path Type | reg2reg |
| Max clock buf depth | 2 |
| Final setup TNS | 0 ns |
| # IOs | 13 |
| MaxCap Viol Count | 0 |
| # setup viols final | 0 |
| Fillers | 913 |
| Chip Width | 113 um |
| Num CTS Buffers | 3 |
| Detailed router's first-iteration violation count | 53 |
| EDFF count, synth | 0 |
| Fmax achieved | 539 MHz |
| Post-CTS Setup Inserts | 0 |
| RSZ-0062 raised after global routing | no |
| Synthesized area | 975 um2 |
| Routed wl met2 | 894 um |
| Cts hold-fix bufs | 0 |
| CP cell instances | clkdlybuf4s50_1 -> and3_1 -> nand3b_1 -> mux2i_1 -> nor2_1 |
| Leak | 0.496 nW |
| DRC Markers | 0 |
| Clk_skew | 0.00103 ns |
| CTS tree | yes |
| Share of cells above drive strength 1 | 0.0614 |
| Required time of the critical path | 2.63 ns |
| ANT cells | 0 |
| Die Y-Extent | 113 um |
| Largest net degree at the start of global routing | 21 |
| Post-Route WL | 2110 um |
| YS warnings | 1 |
| Pre-Repair DR Iteration Count | 4 |
| Pwr Density | 540 nW/um2 |
| Crit path launch | s_tick |
| IO buf count | 12 |
| Clk Latency, worst-skew pair | 0.26 ns |
| Final Power | 0.682 mW |
| FF-to-FF Start | s_reg[0] |
| Met3 routed wirelength | 88 um |
| Yosys stat cell total | 104 |
| Yosys stat area | 975 um2 |
| Seq share, synth | 0.411 |
| Crit path kind | in2reg |
| Tmin final | 1.86 ns |
| Gr usage total | 0.0346 |
| Clock Pin Slew Worst Setup and Hold Paths | 0.08 ns |
| Hold Path Sink | n_reg[0] |
| Synth-to-Final Area Change | 29.7% |
| CP Launch Type | input pin |
| Fin. Hold Viols | 0 |
| Slew HR | 0.526 |
| Wl on met1 | 1130 um |
| CP endpoint kind | flop |
| Core utilization at floorplan | 0.117 |
| Dominant register cell | dfxtp_1 |
| Max reg flops | 8 |
| Share of synthesized registers carrying an async set or reset | 0 |
| Critical path fanouts, max | 8 |
| Cycle use final | 0.743 |
| Ys flops | 20 |
| Slowest stage delay, CP | 0.53 ns |
| Chip area | 12800 um2 |
| Root Driver | clkbuf_8 |
| Worst hold path depth | 2 |
| Final RePlAce weighted congestion | 0.730 |
| VDD IR max | 0.483 mV |
| DR vias | 749 |
| Unique cell types | 33 |
| H-Tree Depth | 1 |
| Remaining Overflow, GRT | 0 |
| Top sig layer | met3 |
| Status | complete, no violations |
| R2R depth | 5 |
## layout make-up
| class | instances | area (um2) | share of cell area |
|---|---|---|---|
| clock buffers | 3 | 41.3 | 0.0327 |
| inverters | 2 | 7.51 | 0.00594 |
| well taps | 105 | 131 | 0.104 |
| repair buffers | 12 | 120 | 0.0950 |
| multi-input cells | 76 | 533 | 0.422 |
| flip-flops and latches | 20 | 400 | 0.317 |
| clock inverters | 1 | 30.0 | 0.0238 |
## kinds of logic after synthesis
group | synth area share
AND/OR/NAND/NOR | 0.243
AND-OR/OR-AND | 0.140
flip-flops | 0.411
multiplexers | 0.113
buffers and inverters | 0.0424
adder cells (fa/ha/maj) | 0.0513
## worst max-delay path, delay by kind of cell
kind                   cells  cell delay, ns
buffers and inverters      1            0.53
multiplexers               1            0.28
AND/OR/NAND/NOR            3            0.67
## layer usage
metal	vias to the layer above	GRT usage
met3	0	0.0112
met2	11	0.0503
met5	-	0
met1	345	0.0505
met4	0	0.00254
li1	393	-
## where the power goes
part	switching, mW	internal [mW]	leakage [nW]	total [mW]
sequential	0.00444	0.322	0.162	0.326
combinational	0.0186	0.0145	0.298	0.0330
clock	0.109	0.214	0.0357	0.323
total	0.132	0.550	0.496	0.682
## metrics by stage
step / setup WS [ns] / instances / utilization / hold slack [ns] / instance area, um2
global placement: 0.390 / 215 / 0.144 / 0.464 / 1190
finish: 0.643 / 219 / 0.152 / 0.481 / 1260
detailed placement: 0.368 / 215 / 0.144 / 0.469 / 1190
CTS: 0.641 / 219 / 0.152 / 0.480 / 1260
global route: 0.483 / 219 / 0.152 / 0.527 / 1260
floorplan: 0.874 / 104 / - / 0.440 / 975
## worst max path at each step
stage     cells after the start  endpoint
5_1_grt                       5  b_reg[3]
4_1_cts                       5  b_reg[6]
6_report                      5  b_reg[6]
## placed cells by master, fill, tap and decap left out, types with 2 or more instances in the layout
master / Yosys / final
a21oi_1: 8 / 8
and2_1: 2 / 2
clkbuf_8: 0 / 3
clkdlybuf4s50_1: 0 / 12
dfxtp_1: 20 / 20
ha_1: 4 / 4
inv_1: 2 / 2
mux2i_1: 11 / 11
nand2_1: 5 / 5
nand2b_1: 2 / 2
nand3_1: 7 / 7
nand3b_1: 4 / 4
nor2_1: 12 / 12
o21ai_0: 2 / 2
o21ai_1: 2 / 2
## synth_stat cells, types with 2 or more instances
cell type  instances  area (um2)
o21ai_1            2        10.0
nand2b_1           2        12.5
nand2_1            5        18.8
ha_1               4        50.1
nor2_1            12        45.0
inv_1              2        7.51
a21oi_1            8        40.0
clkbuf_1           2        7.51
mux2i_1           11         110
and2_1             2        12.5
dfxtp_1           20         400
nand3b_1           4        30.0
o21ai_0            2        10.0
buf_2              3        15.0
nand3_1            7        35.0
Power figures rest on the tool's default switching activity, not on a simulated workload.
